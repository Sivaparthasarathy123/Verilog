--- ./design.v ---
module Traffic_signal_4way(
  input clk, rst,
  output reg [2:0] way1, way2, way3, way4);
parameter GREEN_SIGNAL   = 30;           
parameter YELLOW_SIGNAL  = 5;            
parameter TOTAL_TIME     = GREEN_SIGNAL + YELLOW_SIGNAL;   
parameter [2:0] S_OFF = 3'b000,
                S_W1  = 3'b001,
                S_W2  = 3'b010,
                S_W3  = 3'b011,
                S_W4  = 3'b100;
reg [2:0] state, next_state;
reg [31:0] timer;
always@(posedge clk)begin
    if (!rst)
        state <= S_OFF;
    else
        state <= next_state;
end
always@(posedge clk)begin
    if (!rst)
        timer <= 0;
    else if (timer >= TOTAL_TIME)
        timer <= 0;
    else
        timer <= timer + 1;
end
always @(*) begin
    next_state = state;
    case (state)
        S_OFF: next_state = S_W1;
        S_W1: if (timer >= TOTAL_TIME) next_state = S_W2;
        S_W2: if (timer >= TOTAL_TIME) next_state = S_W3;
        S_W3: if (timer >= TOTAL_TIME) next_state = S_W4;
        S_W4: if (timer >= TOTAL_TIME) next_state = S_W1;
        default: next_state = S_OFF;
    endcase
end
always@(*)begin
    way1 = 3'b000; way2 = 3'b000; way3 = 3'b000; way4 = 3'b000;
    case (state)
        S_W1: begin
            way1 = (timer < GREEN_SIGNAL) ? 3'b001 :
                   (timer < TOTAL_TIME) ? 3'b010 : 3'b100;
            way2 = 3'b100; way3 = 3'b100; way4 = 3'b100;
        end
        S_W2: begin
            way2 = (timer < GREEN_SIGNAL) ? 3'b001 :
                   (timer < TOTAL_TIME) ? 3'b010 : 3'b100;
            way1 = 3'b100; way3 = 3'b100; way4 = 3'b100;
        end
        S_W3: begin
            way3 = (timer < GREEN_SIGNAL) ? 3'b001 :
                   (timer < TOTAL_TIME) ? 3'b010 : 3'b100;
            way1 = 3'b100; way2 = 3'b100; way4 = 3'b100;
        end
        S_W4: begin
            way4 = (timer < GREEN_SIGNAL) ? 3'b001 :
                   (timer < TOTAL_TIME) ? 3'b010 : 3'b100;
            way1 = 3'b100; way2 = 3'b100; way3 = 3'b100;
        end
    endcase
end
endmodule
--- ./run.sh ---
#!/bin/bash
# OpenROAD 26Q1-2900-gdf79404cd8, Yosys 0.63+post, stock flow scripts
make -C /OpenROAD-flow-scripts/flow DESIGN_CONFIG=/design/flow/config.mk WORK_HOME=/design/flow/orfs finish
--- ./config.mk ---
export PLATFORM = sky130hd
export DESIGN_NAME = Traffic_signal_4way
export DESIGN_NICKNAME = Traffic_signal_4way
export VERILOG_FILES = /design/flow/design.v
export SDC_FILE = /design/flow/constraint.sdc
export NUM_CORES = 4
export LEC_CHECK = 1
export CORE_AREA = 10 10 91 91
export DIE_AREA = 0 0 101 101
--- ./constraint.sdc ---
current_design Traffic_signal_4way

set clk_period 3.6
set clk_io_pct 0.2

create_clock -name clk0 -period $clk_period [get_ports {clk}]

set non_clock_inputs [all_inputs -no_clocks]
set_input_delay [expr $clk_period * $clk_io_pct] -clock clk0 $non_clock_inputs
set_output_delay [expr $clk_period * $clk_io_pct] -clock clk0 [all_outputs]
==> run summary <==
status = finished clean
root buf cell = clkbuf_8
via-per-instance ratio = 3.355
first-pass GRT wire length = 3111 um
WP data required = 2.88 ns
CP startpoint kind = register
YS warnings = 1
Init Core Util = 18.46%
Iter 0 DRT Violations = 17
YS chip area = 0.001172 mm^2
CTS tree = yes
Setup Viol. Count Final = 0
Final Skew = 0.004908 ns
die width = 101 um
Hold Fails Final Rpt = 0
layout cells sized above 1 = 10.71%
routability cong. = 0.7737
post_cts resized = 0
yosys cell count = 95
dpl hpwl = 1397 um
Max-area cell share = 63.18%
Peak VDD IR = 205.6 uV
Antenna Violating Nets Remaining = 0
P&R area growth vs syn = 35.01%
total track usage = 3.743%
largest net degree at the start of global routing = 12
max cap viols = 0
final wirelength = 1829 um
Setup CP Type = register to primary output
hold crit path type = register to register
IO Pins = 14
Pleak = 0.6423 nW
Longest Clk Path Bufs = 2
# diodes = 0
Post-synth seq share = 63.18%
unrepaired setup endpoints after global routing = false
die y size = 101 um
clock latency on the worst-skew pair = 0.28 ns
final-report max-slew violation count = 0
fin crit period = 3.301 ns
CP endpoint kind = primary output
Arr. time, crit path = 2.58 ns
CP max FO = 6
Top cells by area = dfxtp_1 63%, and2_1 4.3%, a2111o_1 3.8%
initial antenna violation count = 0
Max Fclk = 303.0 MHz
unique cell type count in the Yosys netlist = 25
setup TNS = 0 ns
tool warnings = 25
final hold slack = 0.4428 ns
Rows = 29
die area = 0.01020 mm^2
Pwr Density = 479.2 mW/mm^2
number of CTS-inserted buffers = 5
Synth area leader = dfxtp_1
Via Count = 728
internal reg-to-reg setup slack = 1.78 ns
mean post-synth cell area = 12.34 um^2
DR pass1 iterations = 4
vias in the first global route = 687
# DRC = 0
Clock transition at path regs = 0.06 ns
setup bufs post-CTS = 0
Final Cycle Share = 91.69%
core area = 0.006350 mm^2
filler cell count = 654
hold buffer count at cts = 0
PortBufs = 13
routed len/inst = 8.429 um
htree depth = 2
Clock Sinks = 37
remaining global-route overflow = 0
flops & latches, synth = 37
cells after synthesis = 95
mapped cell area = 0.001172 mm^2
## worst max-delay path: stages, from the launching register on
cell	delay, ns
dfxtp_1	0.32
ha_1	0.24
o41ai_2	0.38
nand4_2	0.19
or2_1	0.32
a2111o_1	0.43
clkdlybuf4s50_1	0.42
## final timing paths
path                               start       end  cells past startpoint
worst min-delay path            timer[0]  timer[0]                      1
worst max-delay path            timer[0]   way2[2]                      6
worst max register to register  timer[0]  timer[5]                      5
worst min register to register  timer[0]  timer[0]                      1
## layout make-up
class	instances	area, um^2	area share [%]
clock buffer	7	96.34	6.087
clock inverter	1	5.005	0.3162
inverter	1	3.754	0.2372
multi-input combinational	81	510.5	32.25
sequential	37	740.7	46.80
tap	77	96.34	6.087
timing repair buffer	13	130.1	8.221
## synth_stat cells
cell type,number
xor2_1,2
nand3_1,2
inv_1,1
nor3b_1,1
conb_1,1
a41oi_1,1
nand2_1,5
nor4_1,5
dfxtp_1,37
mux2i_1,3
nand4_2,2
a2111oi_0,1
or2_1,1
nand4_1,1
and2_1,8
xnor2_1,2
and3_1,1
ha_1,1
and2_2,1
nor2_1,10
o41ai_2,1
a2111o_1,4
nor4_4,2
or3_2,1
buf_6,1
## layout by cell type (no fill, tap or decap), types with 2 or more instances in the layout
| master | count |
|---|---|
| nor4_1 | 5 |
| clkdlybuf4s50_1 | 13 |
| clkbuf_8 | 7 |
| conb_1 | 26 |
| a2111o_1 | 4 |
| mux2i_1 | 3 |
| nor2_1 | 10 |
| dfxtp_1 | 37 |
| nand2_1 | 5 |
| xnor2_1 | 2 |
| nor4_4 | 2 |
| nand4_2 | 2 |
| and2_1 | 8 |
| nand3_1 | 2 |
| xor2_1 | 2 |
## per-stage QoR
step                      util (%)  std cells  cell area [um^2]  setup WS, ns  total power, W
after CTS                    24.93        217              1583        0.2632       0.0007723
final                        24.93        217              1583        0.2992       0.0007585
after global placement       23.33        209              1481        0.6108       0.0004645
after global routing         24.93        217              1583        0.1522       0.0007927
after detailed placement     23.33        209              1481        0.5806       0.0004651
after floorplan                  -        120              1266         1.097       0.0004522
## registers in the layout, summed over array words and instances, names as in the netlist
signal and flops:
state 5, timer 32
## routing by layer
| metal | vias up | GRT usage [%] | part of all wire (%) |
|---|---|---|---|
| li1 | 400 | - | - |
| met1 | 310 | 4.408 | 45 |
| met2 | 14 | 5.946 | 44 |
| met3 | 4 | 1.733 | 7.8 |
| met4 | 0 | 1.179 | 2.9 |
| met5 | - | 0 | 0 |
## logic make-up (layout without fill, tap and decap cells)
logic type / count (synthesis) / in the layout / share of synthesized area (%)
buffers and inverters: 2 / 22 / 1.280
adders and majority gates: 1 / 1 / 1.067
xor gates and xnor gates: 4 / 4 / 2.989
AOI/OAI and AO/OA: 7 / 7 / 6.724
other: 1 / 26 / 0.3199
muxes: 3 / 3 / 2.561
and+or+nand+nor: 40 / 40 / 21.88
DFF: 37 / 37 / 63.18
## power by group
part	total, W	switching (W)	internal (W)	leakage (nW)
clock network	0.000303	0.000131	0.000173	0.0542
logic	0.0000197	0.00000742	0.0000123	0.279
registers	0.000435	0.00000846	0.000427	0.309
Power is estimated from default activity; no workload was simulated.
